<file path="design/flow/design.v">
`timescale 1ns / 1ps
    module reg_file(
        input clk,                
        input rst,                
        input reg_write_en,       
        input [4:0] rs1_addr,     
        input [4:0] rs2_addr,     
        input [4:0] rd_addr,      
        input [31:0] rd_write_data,  
        output [31:0] rs1_data,   
        output [31:0] rs2_data    
    );
        reg [31:0] registers [0:31];  
        integer i;
        initial begin
            for (i = 0; i < 32; i = i + 1) begin
                registers[i] <= 32'b0;
            end
        end
        always @(posedge clk) begin
            if (!rst) begin
                for (i = 0; i < 32; i = i + 1) begin
                    registers[i] <= 32'b0;
                end
            end else if (reg_write_en && rd_addr != 32'b0) begin
                registers[rd_addr] = rd_write_data;
                end
            end
        assign rs1_data = (rs1_addr == 5'b00000) ? 32'b0 : registers[rs1_addr];
        assign rs2_data = (rs2_addr == 5'b00000) ? 32'b0 : registers[rs2_addr];
    endmodule
</file>
<file path="design/flow/run.sh">
#!/bin/bash
# OpenROAD 26Q1-2900-gdf79404cd8, Yosys 0.63+post, stock flow scripts
make -C /OpenROAD-flow-scripts/flow DESIGN_CONFIG=/design/flow/config.mk WORK_HOME=/design/flow/orfs finish
</file>
<file path="design/flow/config.mk">
export PLATFORM = sky130hd
export DESIGN_NAME = reg_file
export DESIGN_NICKNAME = reg_file
export VERILOG_FILES = /design/flow/design.v
export SDC_FILE = /design/flow/constraint.sdc
export NUM_CORES = 4
export LEC_CHECK = 1
export CORE_UTILIZATION = 50
</file>
<file path="design/flow/constraint.sdc">
current_design reg_file

set clk_period 24.2
set clk_io_pct 0.2

create_clock -name clk0 -period $clk_period [get_ports {clk}]

set non_clock_inputs [all_inputs -no_clocks]
set_input_delay [expr $clk_period * $clk_io_pct] -clock clk0 $non_clock_inputs
set_output_delay [expr $clk_period * $clk_io_pct] -clock clk0 [all_outputs]
</file>
==> run summary <==
The synthesis and place-and-route flow finished, so here is a summary.

After detailed routing, the number of vias per cell comes to 6.575. The maximum vdd ir drop came out at 0.00005029 V. The violation tally from detailed-route iteration zero came out at 2060.

Counting both buffers and inverters, the worst setup path holds a total of 4. The netlist area before placement is 54230 sq um. Counting endpoints that fail hold in the final report gives 0. The buffer levels on the longest clock path came out at 3. The tally of filler cells in the layout came out at 7909. The number of failing setup endpoints in the final timing report is 0. Once the floorplan was initialized, standard cells occupied 50.52% of the core.

The critical path is of the input pin to output port type. The final non-filler cell total is 5029. The synthesis report names the predominant flop master as sky130_fd_sc_hd__edfxtp_1. Looking at the critical path, the highest net fanout was 24.

The tally of buffers added on design ports is 113. After legalization and detailed placement, the total HPWL measured 105000 microns. In this run the vertical extent of the chip is 331.3 microns. The global placement routability congestion came out at 0.9344. According to the timing report, the arrival time at the worst endpoint equals 8.94 ns. The total die area came out at 109800 sq um. In the layout the commonest cells are sky130_fd_sc_hd__edfxtp_1, sky130_fd_sc_hd__and2_1, sky130_fd_sc_hd__mux4_2. The least setup slack across all paths after layout is 10.42 ns. TritonCTS built the clock tree. The cell family contributing the most delay on the critical path is buffers and inverters.

The final sum of negative setup slack is 0 ns. Across the run, the number of max-cap violations was 0. The number of rows created at floorplan came out at 120. The worst setup path is launched from an input pin. Per the GRT congestion report, total overflow comes to 0. Logged for this run, the post-placement worst setup slack is 10.50 ns. In this run, synthesis inferred 1024 flip-flops with an integrated enable.

The data required time reported for the critical path is 19.36 ns. The final max-slew violation count recorded for this run is 0. The post-synthesis async set-or-reset flop share came out at 0%.

The flip-flop count of the largest register after layout is 1024. The count of clock tree sinks came out at 1024. For this run, the register share of the synthesized area comes to 56.70%. The initial antenna violation count came out at 3. The synthesized chip area reported by yosys is 54230 sq um. TritonRoute reported its final design rule violation total as 0. The width of the die is 331.3 microns.

Walking the worst path, the cells encountered are clkdlybuf4s50_1 -> buf_4 -> nand3b_1 -> buf_4 -> o22ai_1 -> a2111oi_1 -> nor3_1 -> clkdlybuf4s50_1. The normalized max-slew margin came out at 20.81%. The worst setup path is captured at an output port. Among all stages on the critical path, the maximum delay recorded is 0.89 ns. The maximum clock frequency is 0.07259 GHz. The count of boundary I/O pins came out at 114. The via count of the first global-routing pass came out at 37221.

Entering global routing, the biggest net connects 71 pins. Looking at the max-slew report, the worst-margin pin has a slew of 1.177 ns. The cell total in the yosys stat output is 3507. The number of hold buffers added after CTS was 0. According to the hold report, the worst path is of the input pin to flop type.

In the final layout, the registers with the most flip-flops are registers: 1024 flops. The total power divided by cell area is 70.83 nW/um^2. The first global-routing pass estimated 260100 microns of wire. In the Yosys stats the netlist draws on 45 distinct library cells.

The count of placed standard cells including taps is 4827. The clock slew seen by the registers of the worst setup and hold paths came out at 0.06 ns. The pre-antenna-repair detailed-routing pass consisted of 8 iterations.

Per the CTS log, the root buffer master is sky130_fd_sc_hd__clkbuf_16. The count of cells resized by post-cts repair came out at 0. Setup repair after global routing left no endpoint under its margin. For this run, the number of Yosys warnings is 1. The tool warning count came out at 26. The deepest level of the CTS H-tree is 3. The post-layout minimum cycle time came out at 13.78 ns. The layout-stage area growth over the synthesis result came out at 11.80%.

The detailed router placed 33065 vias in this run. Per the post-synthesis report, the number of cells in the design is 3507. In the final routed layout, each cell accounts on average for 36.00 microns. The proportion of layout cells with a drive suffix above 1 is 24.91%.

The post-synthesis area per instance came out at 15.46 sq um. Summed over all layers, the routed wires come to 181100 microns. The flow ran to the end, and the final reports show no timing, DRC or antenna violations. Per the post-route antenna check, the number of violating nets is 0.

The number of clock buffers added by TritonCTS is 109. The number of register bits inferred by synthesis is 1024. The highest-count logic cell in the final layout is sky130_fd_sc_hd__edfxtp_1.

The register ranked first by flip-flop count is registers. On the critical path, the stage with the largest delay is an instance of sky130_fd_sc_hd__a2111oi_1. The total routing usage reported by global routing is 37.48%. The area of the placeable core is 107400 sq um. Looking at the post-CTS report, the setup buffer insertion count equals 0. In the finished design, the share of the clock period the worst path needs comes to 56.92%. The leakage dissipation is 20.69 nW.
## cells by family (layout without fill, tap and decap cells)
group	after synthesis	count (layout)	share of synthesized area, %
mux	652	652	22.99
flops	1024	1024	56.70
compound gates	290	290	3.915
simple gates	1148	1148	12.97
other cells	1	33	0.006915
buf+inv	392	479	3.408
## per-stage QoR
step,total power [mW],cell area (sq um),hold WS [ns],utilization [%]
after global placement,2.651,57110,5.731,53.20
after CTS,4.311,60630,5.031,56.47
after floorplan,2.427,54350,5.038,-
after detailed placement,2.660,57110,5.760,53.20
after global routing,4.419,60630,5.080,56.47
final,4.294,60630,5.067,56.48
## Yosys cell counts, drive strengths merged (3+ instances only)
cell     number  area (sq um)
a32o          4         40.04
clkbuf      270          1018
a211oi        7         52.55
nand2         9         33.78
mux4        472         10630
nand3b        5         37.54
nand2b        5         31.28
or3           3         18.77
and2        995          6225
o22ai       103         644.4
nor2b        14         87.58
mux2         30         337.8
a21oi        12         60.06
a22oi        16         120.1
inv           3         11.26
nor3         54         270.3
nor2         37         138.9
a221oi        4         35.03
nand3         5         25.02
mux2i       150          1501
o21ai        35         175.2
and3          3         18.77
or3b          3         26.28
edfxtp     1024         30750
nor4          6         43.79
a22o         51         446.7
a2111oi      55         520.5
buf         119         818.3
nor4b         3         32.53
## path summary, 6_finish.rpt
path / slack (ns) / startpoint / depth (start not counted) / end
setup / recovery: 10.42 / rs2_addr[3] / 8 / rs2_data[13]
hold / removal: 5.07 / rst / 3 / registers[0][22]
## per-layer routing
metal  up-vias  routed length [microns]  global-route usage (%)
met5         -                      283                   2.432
met4        18                    10510                   16.48
met3       494                    32940                   28.62
met2      2808                    82320                   52.06
met1     16080                    55010                   44.57
li1      13665                        -                       -
## report_power, final
group	internal [mW]	switching (mW)
Combinational	0.231	0.300
Clock	0.972	0.690
Sequential	2.05	0.0497
Total	3.25	1.04
## layout make-up
class | count | area, sq um | area share [%]
timing repair buffer | 275 | 2362 | 3.896
clock buffer | 133 | 2903 | 4.788
tap | 1403 | 1755 | 2.895
sequential | 1024 | 30750 | 50.72
inverter | 3 | 11.26 | 0.01857
clock inverter | 68 | 611.8 | 1.009
antenna | 1 | 2.502 | 0.004127
multi-input combinational | 2122 | 22230 | 36.67
Power and IR drop assume default switching activity.
