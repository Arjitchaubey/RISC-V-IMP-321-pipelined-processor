File: flow/design.v
`timescale 1ns / 1ps
module alu (
    input [31:0] alu_op1,      
    input [31:0] alu_op2,      
    input [3:0]  alu_control,  
    output reg [31:0] alu_result,   
    output reg zero_flag       
);
    always @(*) begin
        alu_result = 32'b0;  
        zero_flag = 1'b0;    
        case(alu_control)
            4'b0000: alu_result = alu_op1 + alu_op2;  
            4'b0001: alu_result = alu_op1 - alu_op2;  
            4'b0010: alu_result = alu_op1 << alu_op2[4:0];  
            4'b0011: alu_result = ($signed(alu_op1) < $signed(alu_op2)) ? 32'd1 : 32'd0;  
            4'b0100: alu_result = (alu_op1 < alu_op2) ? 32'd1 : 32'd0;  
            4'b0101: alu_result = alu_op1 ^ alu_op2;  
            4'b0110: alu_result = alu_op1 >> alu_op2[4:0];  
            4'b0111: alu_result = $signed(alu_op1) >>> alu_op2[4:0];  
            4'b1000: alu_result = alu_op1 | alu_op2;  
            4'b1001: alu_result = alu_op1 & alu_op2;  
            4'b1010: alu_result = alu_op2 << 12;  
            default: alu_result = 32'b0;  
        endcase
        if (alu_result == 32'b0) begin
            zero_flag = 1'b1;
        end else begin
            zero_flag = 1'b0;
        end
    end
endmodule
File: flow/config.mk
export PLATFORM = sky130hd
export DESIGN_NAME = alu
export DESIGN_NICKNAME = alu
export VERILOG_FILES = /design/flow/design.v
export SDC_FILE = /design/flow/constraint.sdc
export NUM_CORES = 4
export LEC_CHECK = 1
export CORE_UTILIZATION = 50
File: flow/constraint.sdc
current_design alu

set clk_period 17.2
set clk_io_pct 0.2

create_clock -name clk0 -period $clk_period

set non_clock_inputs [all_inputs -no_clocks]
set_input_delay [expr $clk_period * $clk_io_pct] -clock clk0 $non_clock_inputs
set_output_delay [expr $clk_period * $clk_io_pct] -clock clk0 [all_outputs]
File: flow/run.sh
#!/bin/bash
# OpenROAD 26Q1-2900-gdf79404cd8, Yosys 0.63+post, stock flow scripts
make -C /OpenROAD-flow-scripts/flow DESIGN_CONFIG=/design/flow/config.mk WORK_HOME=/design/flow/orfs finish
==> summary.txt <==
Results of an implementation run.

The cell total in the yosys stat output is 1,502. STA classifies the critical path startpoint as a primary input. The cell depth of the worst hold path is 5. Per the detailed-route log, wirelength across all metal layers totals 53,300 um. The power per unit of standard cell area is 35.3 nW/um^2. The largest fanout on the critical path is 16. After synthesis, flip-flops and latches occupy 0% of the total area. Setup repair after global routing left no endpoint under its margin. The synthesized chip area reported by yosys is 10,200 um^2. The flow reports an fmax of 77.9 MHz. The pre-CTS setup check shows a worst slack of 4.58 ns. Across the whole layout, storage elements account for 0 um^2. The switching part of the total is 63.6%. The buffers inserted during post-CTS setup optimization is 0. The portion of synthesized cell area occupied by the leading cell type is between 10% and 20%. The script logs the ratio of routed vias to standard cells as 7.53. The count of final setup violators is 0. The post-synthesis to final-layout area growth is 10.6%.

For the final routed database, the setup TNS stands at 0 ns. Per the OpenROAD floorplan log, the area of the core is just under 20,000 um^2. The die height is 145 um. The OpenROAD report gives the critical path a required time of 13.76 ns. The worst VDD IR drop from the latest analysis is 0.0170 mV. The number of global-route vias before repair is ~12,000.

Per the synthesis report, the number of distinct cell types is 94. Across all stage logs, warnings added up to 101. In this run the static leakage power is 4.51 nW. The synthesized instance count is 1,502. By count the netlist is led by nor2_1, nand2_1, a21oi_1, ha_1, inv_1. In this run, the number of DRC markers left after iteration 0 of detailed routing was 2,070. Detailed routing inserted a total of around 13,000 vias. Once the floorplan was initialized, standard cells occupied around 52% of the core.

The number of antenna violations at the first check in global routing was 7. The design has 0 sequential cells. Per the synthesis report, the dominant area consumer among library cells is ha_1. The die is roughly 140 um wide.

The ratio of cells with drive above 1 in the final layout is 8.63%. The sink of the worst hold path is alu_result[6]. According to the report, the first pass of detailed routing completed in 6 iterations. The worst-case headroom to the max-slew limit is -12.2%. Dividing the detail-routed wire length by the instance count gives 29.9 um. The checks that failed: max-capacitance violations, max-slew violations. The global-route wire length before repair is 77,600 um. Ranked by total cell area, the synthesized netlist is headed by ha_1, mux2i_1, nor2_1. For the pin with the worst max-slew slack, the measured transition is about 1.7 ns.

Routability-driven placement finished with a final weighted congestion of 1.15. Across all setup checks in the final design, the least slack found is 4.37 ns. For this design the top-level I/O count stands at between 100 and 150. By startpoint and endpoint, the worst setup path is classified as primary input to primary output. The most popular library cell in the synthesized design by count is nor2_1.

On the critical path the data arrives at 9.39 ns. Per the OpenROAD power report, switching power amounts to between 200 and 300 uW. The total of hold buffers inserted after clock tree synthesis is 0. The global route total overflow is 0. Measured on the finished design, the core utilization comes to 57.2%. The count of final max-slew check failures is 3. STA classifies the critical path endpoint as a primary output. STA reports the tightest min-delay check as being of type primary input to primary output.

For reference, the post-synthesis area per instance comes to 6.76 um^2. The flow ran to the end, but the final reports show violations. Buffers placed on the I/O ports in this run total 101. The cell-internal power is 144 uW. The chip area is 20,900 um^2. The overall power of the completed layout is 396 uW.

The share of the clock period used by the worst path after layout is 74.6%. Across the run, the number of max-cap violations was 1. The placed wire-length estimate is 40,300 um. The number of resized instances in the post-cts repair step is 0. The post-synth design cell area is 10,200 um^2. The final hold violation count is 0. The hold slack is 8.13 ns. The synthesis report lists the Yosys warning total as 1. The row count is 51. In this run the remaining antenna-violating nets after routing total 0.

The shortest period the worst path allows is 12.83 ns. The maximum number of pins on one net before global-route repair is 54. The remaining routing DRC violations is 0. The start point of the worst hold path is alu_op2[2]. The layout clock buffer count is 0.

The aggregate global-route resource usage is 52.3%.
-- how the worst max path moves through the flow --
| stage | start | to | depth (start not counted) |
|---|---|---|---|
| after CTS | alu_op2[4] | zero_flag | 15 |
| after global routing | alu_op2[4] | zero_flag | 15 |
| final | alu_op2[4] | zero_flag | 15 |
-- final cells by class --
cell class	count	area [um^2]
repair buffers	136	1260
inverters	97	364
fillers	1897	8420
multi-input cells	1285	9280
well taps	265	332
diodes	3	7.51
-- cell families after synthesis --
group | Yosys count | synth area share (%)
AND-OR/OR-AND | 532 | 36.4
buffers and inverters | 217 | 9.04
AND/OR/NAND/NOR | 523 | 25.4
multiplexers | 119 | 15.7
XOR/XNOR | 9 | 0.776
adder cells (fa/ha/maj) | 102 | 12.7
-- per-layer routing --
metal	vias to the layer above	track usage, %	part of all wire [%]
met5	-	5.01	0.11
met2	1194	69.7	39
met1	6232	69.0	38
met4	8	27.0	6.6
met3	261	24.8	17
li1	5757	-	-
-- critical path, cell delays in order --
cell	delay [ns]
clkdlybuf4s50_1	0.87
clkinv_1	0.50
ha_1	0.55
nor2_1	0.22
a41oi_1	0.16
a2111oi_2	0.71
nor4_1	0.14
xnor2_1	0.19
o221ai_1	0.20
a2111oi_2	0.67
nand4b_1	0.32
nor4b_2	0.48
nand4b_1	0.23
nor3b_2	0.22
clkdlybuf4s50_1	0.50
-- placed cells by master, fill, tap and decap left out, types with 8 or more instances in the layout --
| cell | count |
|---|---|
| nor2_1 | 150 |
| nand2_1 | 131 |
| a21oi_1 | 109 |
| ha_1 | 100 |
| clkdlybuf4s50_1 | 97 |
| inv_1 | 95 |
| o21ai_0 | 88 |
| mux2i_1 | 60 |
| nor3_1 | 42 |
| a211oi_1 | 39 |
| nand3_1 | 36 |
| buf_4 | 36 |
| o22ai_1 | 29 |
| mux2_2 | 28 |
| nand2b_1 | 23 |
| o211ai_1 | 23 |
| mux4_2 | 21 |
| a21o_1 | 21 |
| nor2b_1 | 20 |
| o221ai_1 | 17 |
| or3_1 | 17 |
| a22oi_1 | 17 |
| and3_1 | 16 |
| nor4_1 | 16 |
| o21bai_1 | 15 |
| a31oi_1 | 15 |
| o31ai_1 | 14 |
| a221oi_1 | 14 |
| nand4_1 | 13 |
| or2_2 | 11 |
| o21a_1 | 10 |
| and2_1 | 9 |
| o2111ai_1 | 9 |
| o32ai_1 | 8 |
| a221o_1 | 8 |
-- through the flow --
stage               cells  cell area, um^2
detailed placement   1783            11200
floorplan            1502            10200
global route         1785            11200
finish               1786            11200
global placement     1783            11200
CTS                  1783            11200
Power is estimated from default activity; no workload was simulated.
